$ cat design/flow/config.mk
export PLATFORM = sky130hd
export DESIGN_NAME = odd_sequence_generator
export DESIGN_NICKNAME = odd_sequence_generator
export VERILOG_FILES = /design/flow/design.v
export SDC_FILE = /design/flow/constraint.sdc
export NUM_CORES = 4
export LEC_CHECK = 1
export CORE_AREA = 10 10 70 70
export DIE_AREA = 0 0 80 80
$ cat design/flow/constraint.sdc
current_design odd_sequence_generator

set clk_period 1.2
set clk_io_pct 0.2

create_clock -name clk0 -period $clk_period [get_ports {clk}]

set non_clock_inputs [all_inputs -no_clocks]
set_input_delay [expr $clk_period * $clk_io_pct] -clock clk0 $non_clock_inputs
set_output_delay [expr $clk_period * $clk_io_pct] -clock clk0 [all_outputs]
$ cat design/flow/design.v
module odd_sequence_generator (
    input   clk,    
    input   rst,    
    output  [3:0] out  
);
    always @(posedge clk or posedge rst) begin
        if (rst) begin
            out <= 4'b0000;
        end else begin
            case (out)
                4'b0000: out <= 4'b0001;   
                4'b0001: out <= 4'b0011;   
                4'b0011: out <= 4'b0101;   
                4'b0101: out <= 4'b0111;   
                4'b0111: out <= 4'b1001;   
                4'b1001: out <= 4'b1011;   
                4'b1011: out <= 4'b1101;   
                4'b1101: out <= 4'b1111;   
                4'b1111: out <= 4'b0000;   
                default: out <= 4'b0000;   
            endcase
        end
    end
endmodule
$ cat design/flow/run.sh
#!/bin/bash
# OpenROAD 26Q1-2900-gdf79404cd8, Yosys 0.63+post, stock flow scripts
make -C /OpenROAD-flow-scripts/flow DESIGN_CONFIG=/design/flow/config.mk WORK_HOME=/design/flow/orfs finish
==> impl_metrics.py <==
# Physical implementation metrics
metrics = {
    "yosys": {
        "ys_cells": 14,
        "ff_type": "dfrtp_1",
        "synthMuxAreaShare": 0,
        "ys_area_um2": 171.4,
        "synth.distinct_cells": 11,
        "aoi_share": 0.1971,
        "synth_warnings": 12,
        "ys_sh_xor": 0.05109,
        "synth_area_um2": 171.4,
        "yosys.area.top_type": "dfrtp_1",
        "ys_sh_adder": 0,
        "simple_gate_area_frac": 0.1460,
        "yosysSeqAreaShare": 0.5839,
        "async_flop_share": 1.000,
        "top_logic_kind": "AND-OR/OR-AND gates",
        "topCellsByArea": "dfrtp_1, a21bo_1, a2bb2oi_1, and3b_1, xor2_1",
        "most_common_cell": "dfrtp_1",
        "ys_ff": 4,
        "synth-edff-count": 0,
        "top_cell_area_share": 0.5839,
        "postSynthCellCount": 14,
        "avgSynthCellArea_um2": 12.24,
    },
    "place": {
        "gp_congestion": 0.7007,
        "io_buffer_count": 5,
        "post-dp-hpwl_um": 324.7,
        "dp.cells": 67,
    },
    "worst_hold_path": {
        "hold_class": "in -> async",
    },
    "clocking": {
        "clk_latency_ns": 0.23,
        "cts.clk_slew.worst_paths_ns": 0.04,
        "cts_root_buffer": "clkbuf_4",
        "tritoncts": "built",
        "cts_buffer_depth": 2,
        "numCtsBuffers": 3,
        "hold_buffers": 0,
        "cts_sinks": 4,
        "cts_max_level": 1,
    },
    "final_layout": {
        "syn_to_final_growth_pct": 86.13,
        "top_register": "out",
        "final_core_util": 0.09341,
        "instances_no_fill": 71,
        "layout-drive-gt1-share": 0.2400,
        "largest_reg_flops": 4,
        "reg.largest.list": "out: 4 flops",
    },
    "floorplan": {
        "die_h_um": 80,
        "die_area_um2": 6400,
        "core-area_um2": 3416,
        "initial_core_util": 0.05018,
        "top_level_ports": 6,
        "rows": 21,
        "die_x_um": 80,
    },
    "detailed_routing": {
        "num_antenna_cells": 0,
        "routed_via_density": 1.944,
        "wl_um": 388,
        "drc": 0,
        "drt-initial-drc-count": 8,
        "post_drt_wl_per_cell_um": 5.465,
        "vias": 138,
        "ant_nets": 0,
        "first_pass_iters": 2,
    },
    "global_route": {
        "grtUsageTotal": 0.01531,
        "grt_pass1_wl_um": 703,
        "grt_overflow": 0,
        "grt_pass1_vias": 155,
        "antenna_found_initial": 0,
        "grt_max_degree": 7,
    },
    "power_and_ir_drop": {
        "leakage_nw": 0.1397,
        "irDropWorstVdd_mv": 0.1283,
        "power_mw": 0.3019,
        "cellPowerDensity_nw_per_um2": 946.2,
    },
    "sta": {
        "rsz0062_at_grt": "no",
        "slew_violations": 0,
        "fin_tns_setup_ns": 0,
        "hold_violations": 0,
        "min_period_over_period": 0.9218,
        "slew_headroom": 0.8962,
        "tightest_slew_ns": 0.1543,
        "fin_skew_ns": 0.003502,
        "fmax_mhz": 904.0,
        "setup_viol": 0,
        "fin_crit_ns": 1.106,
    },
    "worst_setup_path": {
        "cpPeakStageDelay_ns": 0.39,
        "endpoint_kind": "primary output",
        "crit_chain": "dlygate4sd2_1",
        "crit_slowest_cell": "dfrtp_1",
        "path_delay_family": "flip-flops",
        "critPathBufInv": 1,
        "crit_arrival_ns": 0.87,
        "required_ns": 0.96,
        "worstSetupPathType": "reg -> out",
        "path_max_fanout": 4,
        "startpoint_type": "register",
    },
    "run": {
        "warnings": 25,
        "maxCapViolations": 0,
    },
    "outcome": {
        "status": "complete, no violations",
    },
}
## metal layers
layer  global-route usage  up-vias  wire length, um
li1                     -       71                -
met3              0.02727        0              125
met2              0.01445       10              108
met5                    0        -                0
met4             0.003521        0                0
met1              0.01471       57              154
## path summary, 6_finish.rpt
path / startpoint / endpoint / slack [ns] / depth (start not counted)
worst max-delay path: out[3]$_DFF_PP0_ / out[3] / 0.09 / 1
worst min-delay path: rst / out[0]$_DFFE_PP0P_ / 0.21 / 2
worst max register to register: out[1]$_DFF_PP0_ / out[3]$_DFF_PP0_ / 0.24 / 3
worst min register to register: out[3]$_DFF_PP0_ / out[0]$_DFFE_PP0P_ / 0.48 / 1
max in group asynchronous: rst / out[2]$_DFF_PP0_ / 0.84 / 2
min in group clk0: out[3]$_DFF_PP0_ / out[0]$_DFFE_PP0P_ / 0.48 / 1
## per-stage QoR
step | worst slack, ns | hold WS (ns) | cell area, um2
after floorplan | 0.3474 | 0.006082 | 171.4
after global placement | 0.1001 | 0.4735 | 294.0
after detailed placement | 0.08347 | 0.4808 | 294.0
after CTS | 0.07833 | 0.2266 | 319.1
after global routing | 0.04253 | 0.2393 | 319.1
final | 0.09381 | 0.2109 | 319.1
## kinds of logic (layout without fill, tap and decap cells)
| group | after synthesis | count (layout) |
|---|---|---|
| AOI/OAI and AO/OA | 4 | 4 |
| DFF | 4 | 4 |
| and+or+nand+nor | 4 | 4 |
| xor gates and xnor gates | 1 | 1 |
| buffers and inverters | 1 | 12 |
## power breakdown
part,switching (mW),internal [mW]
clock network,0.0488,0.111
registers,0,0.136
logic,0.00289,0.00307
total,0.0517,0.250
## what timing repair did
item                                    CTS  global route
setup buffers                             1             0
endpoints found under the setup margin    4             0
gates resized                             4             0
## cells in the final DEF (no fill, tap or decap), drive strengths merged
cell / netlist / final
dfrtp: 4 / 4
a21bo: 1 / 1
and3b: 1 / 1
inv: 1 / 1
nor2b: 1 / 1
clkdlybuf4s50: 0 / 1
a21boi: 1 / 1
buf: 0 / 3
nor2: 1 / 1
dlygate4sd2: 0 / 4
xor2: 1 / 1
clkbuf: 0 / 3
a2bb2oi: 1 / 1
and2: 1 / 1
o21a: 1 / 1
## area by class of cell
type | instances | area, um2
fillers | 402 | 3097
flip-flops and latches | 4 | 100.1
clock buffers | 3 | 22.52
multi-input cells | 9 | 67.56
repair buffers | 8 | 67.56
inverters | 1 | 3.754
well taps | 46 | 57.56
Power is estimated from default activity; no workload was simulated.
