===== design.v =====
module DFF (
    input wire D,
    input wire clk,
    input wire reset,
    output reg Q
);
    always @(posedge clk or posedge reset) begin
        if (reset)
            Q <= 1'b0;
        else
            Q <= D;
    end
endmodule
module DownCounter4 (
    input wire clk,
    input wire reset,
    output wire [3:0] Q
);
    wire [3:0] D;
    assign D[0] = ~Q[0];
    assign D[1] = Q[1] ^ ~Q[0];
    assign D[2] = Q[2] ^ (~Q[1] & ~Q[0]);
    assign D[3] = Q[3] ^ (~Q[2] & ~Q[1] & ~Q[0]);
    DFF ff0 (.D(D[0]), .clk(clk), .reset(reset), .Q(Q[0]));
    DFF ff1 (.D(D[1]), .clk(clk), .reset(reset), .Q(Q[1]));
    DFF ff2 (.D(D[2]), .clk(clk), .reset(reset), .Q(Q[2]));
    DFF ff3 (.D(D[3]), .clk(clk), .reset(reset), .Q(Q[3]));
endmodule

===== run.sh =====
#!/bin/bash
# OpenROAD 26Q1-2900-gdf79404cd8, Yosys 0.63+post, stock flow scripts
make -C /OpenROAD-flow-scripts/flow DESIGN_CONFIG=/design/flow/config.mk WORK_HOME=/design/flow/orfs finish

===== config.mk =====
export PLATFORM = sky130hd
export DESIGN_NAME = DownCounter4
export DESIGN_NICKNAME = DownCounter4
export VERILOG_FILES = /design/flow/design.v
export SDC_FILE = /design/flow/constraint.sdc
export NUM_CORES = 4
export LEC_CHECK = 1
export CORE_AREA = 10 10 70 70
export DIE_AREA = 0 0 80 80

===== constraint.sdc =====
current_design DownCounter4

set clk_period 1.8
set clk_io_pct 0.2

create_clock -name clk0 -period $clk_period [get_ports {clk}]

set non_clock_inputs [all_inputs -no_clocks]
set_input_delay [expr $clk_period * $clk_io_pct] -clock clk0 $non_clock_inputs
set_output_delay [expr $clk_period * $clk_io_pct] -clock clk0 [all_outputs]

==> run summary <==
Grt ovf -> 0
Post_cts resized -> 0
Status -> complete, no violations
Crit share post-route -> 0.812
Chip Height -> 80 um
Crit Path Class -> reg2out
Synth-to-layout area growth -> 54.1%
Latency at later pin -> 230 ps
H-tree depth -> 1
Startpoint Class -> register
Hold buffers post-CTS -> 0
DRT Wirelength -> 313 um
FP Util -> 0.0542
CP endpoint kind -> output port
Reg-to-reg slack, setup -> 890 ps
WL/cell -> 4.74 um
Peak fanout along the critical path -> 3
Largest net degree at the start of global routing -> 5
CTS Buf Count -> 3
Pwr dens -> 712 nW/um^2
Die Size -> 6400 um^2
1st-pass router iterations -> 2
Logic gate share of total power -> 0.019
First-pass GRT wire length -> 510 um
Top-area cell share -> 0.541
Clock Power Share -> 0.535
Root buffer cell -> clkbuf_4
Crit path time final -> 1460 ps
VDD IR max -> 0.102 mV
Leak -> 0.109 nW
Fmax -> 684 MHz
Yosys cell count -> 16
Row count -> 21
Area leader, netlist -> dfrtp_1
Worst slew pin tran -> 152 ps
Dpl cells -> 63
Seq share, synth -> 0.541
Total Routing Usage GR -> 0.0118
Vias in the first global route -> 99
Final std cells w/o fill -> 66
Hold Crit Class -> in2async
#FFs+latches synth -> 4
Max Root-Sink Buffers -> 2
Synth Warn # -> 1
Distinct lib cells -> 6
Switch Pwr -> 0.0000361 W
Avg Cell Area, Syn -> 11.6 um^2
Required @ worst endpoint -> 1440 ps
Post-synth top cells -> buf_4 (4), dfrtp_1 (4), inv_1 (4), xor2_1 (2)
Clock Skew -> 0.975 ps
Initial DRC Count -> 1
Post-route ant nets -> 0
Yosys stat chip area -> 185 um^2
Mapped Area -> 185 um^2
# setup viols final -> 0
Antenna violations before repair -> 0
Share of synthesized registers carrying an async set or reset -> 1.00
GPL Wtd Cong -> 0.673
Primary FF master, synth -> dfrtp_1
Final Hold Vio Count -> 0
Die Span X -> 80 um
Crit path max-delay family -> buffers and inverters
Core footprint -> 3420 um^2
Ant. Diodes -> 0
IO Count -> 6
Tool Warnings -> 25
Clock slew at reported path FFs -> 40 ps
Drt via density -> 1.52
RSZ-0062 raised after global routing -> no
Arr. time, crit path -> 1100 ps
CTS tree -> done
Sequential share of power -> 0.445
Routed vias -> 100
Port bufs -> 5
Post-CTS Setup Inserts -> 0
CP cell instances -> clkdlybuf4s50_1
Sum Neg Setup Slack -> 0 ps
Post-route DRC -> 0
Post-Synthesis Cells -> 16
Max_cap viols -> 0
Biggest area cells -> dfrtp_1 (54%), buf_4 (16%), xor2_1 (9.5%)
Buf+Inv Stages, Crit Path -> 1
Max Slew Vio Count -> 0
Number of enable flip-flop cells -> 0
Slew HR -> 0.898
Clock Sinks -> 4
Switching Fraction -> 0.178
Post-detail-place hpwl -> 248 um
Slowest CP cell -> clkdlybuf4s50_1
Crit-path max cell delay -> 480 ps
Cell-internal power -> 0.000167 W
Ratio of cells with drive above 1 in the final layout -> 0.200
## cells by family (layout without fill, tap and decap cells)
kind of cell,count (synthesis),count (layout),share of synthesized area
buffers and inverters,8,12,0.243
XOR/XNOR,2,2,0.0946
AND/OR/NAND/NOR,1,1,0.0541
flip-flops,4,4,0.541
adder cells (fa/ha/maj),1,1,0.0676
## through the flow
step                setup WS (ps)  instance area [um^2]  utilization  hold slack (ps)   power, W
detailed placement            574                   263       0.0769              464  0.0000955
floorplan                     926                   185            -              126  0.0000931
CTS                           321                   285       0.0835              310   0.000210
global placement              584                   263       0.0769              455  0.0000953
global route                  284                   285       0.0835              325   0.000220
finish                        338                   285       0.0835              317   0.000203
## final timing paths
check / start / to / cells after the start
setup / recovery: ff2.Q / Q[2] / 1
hold / removal: reset / ff0.Q / 2
setup reg to reg: ff0.Q / ff2.Q / 3
hold reg to reg: ff3.Q / ff3.Q / 1
max in group asynchronous: reset / ff1.Q / 2
min in group clk0: ff3.Q / ff3.Q / 1
## area by class of cell
| class | instances | area, um^2 |
|---|---|---|
| inverter | 4 | 15.0 |
| sequential | 4 | 100 |
| clock buffer | 3 | 22.5 |
| timing repair buffer | 5 | 50.0 |
| fill | 406 | 3130 |
| multi-input combinational | 4 | 40.0 |
| tap | 46 | 57.6 |
## power groups by stage
stage	clock network (W)	registers [W]	logic, W
4_1_cts	0.000116	0.0000904	0.00000400
5_1_grt	0.000125	0.0000902	0.00000450
6_report	0.000109	0.0000904	0.00000392
## sequential cells by signal, indices dropped and copies added (netlist names)
register,cells
ff0.Q,1
ff2.Q,1
ff1.Q,1
ff3.Q,1
## cell usage in the layout, fill, tap and decap left out
cell type and instances:
clkbuf_4 3, dfrtp_1 4, inv_1 4, xor2_1 2, clkdlybuf4s50_1 5, nor3_2 1, ha_1 1
## metal layers
layer  share of wire  up-vias  GRT usage
met5               0        -          0
met4               0        0    0.00176
met3            0.36        0     0.0250
met2            0.21        8    0.00883
met1            0.43       39     0.0113
li1                -       53          -
No activity file was given, so power comes from the tool's default toggle rates.
